==> design.v <==
module scorer(winrnd, right, leds_on, tie, clk, rst, fake, score, fake_score, speed_tie, speed_right, winspeed);
	input clk;		     
	input rst;	 
	input right;		 
	input leds_on;		 
	input tie;
	input winrnd;		 
	input fake;  
	input speed_tie;
	input speed_right;
	input winspeed;
	output [6:0] score;	 
   output [6:0] fake_score;	
	reg [6:0] score;	
	reg [3:0] state;	 
	reg [3:0] nxtstate;	 
	reg [6:0] fake_score;
	always @(posedge clk or posedge rst) begin
   		if (rst) state <= 5;
   		else state <= nxtstate;
	end
   wire mr;            
	assign mr = (right & leds_on & ~fake) | (~right & ~leds_on) | (leds_on & ~right & fake) |(speed_right);  
	always @(state or mr or leds_on or winrnd or tie or fake or winspeed or speed_tie) begin
		nxtstate = state;
		if((winrnd & ~tie)|(winspeed & ~speed_tie)) begin  
			if(leds_on & ~fake) begin 
				case(state)
					5:	if(mr) nxtstate = 4; else nxtstate=6;	
					6:	if(mr) nxtstate = 5; else nxtstate=7;	
					7:	if(mr) nxtstate = 6; else nxtstate=8;	
					8:	if(mr) nxtstate = 6; else nxtstate=9;	
					4:	if(mr) nxtstate = 3; else nxtstate=5;	
					3:	if(mr) nxtstate = 2; else nxtstate =4;
					2:	if(mr) nxtstate = 1; else nxtstate=4; 
					9:	nxtstate = 9;
					1:	nxtstate = 1;
					default: nxtstate = 0;
				endcase
			end else begin	             
				case(state)
					5:	if(mr) nxtstate = 4; else nxtstate=6;
					6:	if(mr) nxtstate = 5; else nxtstate=7;
					7:	if(mr) nxtstate = 6; else nxtstate=8;
					8:	if(mr) nxtstate = 6; else nxtstate=9;
					4:	if(mr) nxtstate = 3; else nxtstate=5;
					3:	if(mr) nxtstate = 2; else nxtstate=4;
					2:	if(mr) nxtstate = 1; else nxtstate=3; 
					9:	nxtstate = 9;
					1:	nxtstate = 1;	
					default: nxtstate = 0;
				endcase
			end
		end else  
			nxtstate = state;
	end
	always @(state)	
		case(state)
		5:	begin score = 7'b0001000; fake_score = 7'b0001001; end
		6:	begin score = 7'b0010000; fake_score = 7'b0010010; end
		7:	begin score = 7'b0100000; fake_score = 7'b0011000; end
		8:	begin score = 7'b1000000; fake_score = 7'b0000011; end
		4:	begin score = 7'b0000100; fake_score = 7'b0000101; end
		3:	begin score = 7'b0000010; fake_score = 7'b0100010; end
		2:	begin score = 7'b0000001; fake_score = 7'b0100010; end
		9:	begin score = 7'b1110000; fake_score = 7'b1000010; end
		1:	begin score = 7'b0000111; fake_score = 7'b0010001; end
		default: begin score = 7'b1010101; fake_score = 7'b0001001; end 
		endcase
endmodule
==> run.sh <==
#!/bin/bash
# OpenROAD 26Q1-2900-gdf79404cd8, Yosys 0.63+post, stock flow scripts
make -C /OpenROAD-flow-scripts/flow DESIGN_CONFIG=/design/flow/config.mk WORK_HOME=/design/flow/orfs finish
==> config.mk <==
export PLATFORM = sky130hd
export DESIGN_NAME = scorer
export DESIGN_NICKNAME = scorer
export VERILOG_FILES = /design/flow/design.v
export SDC_FILE = /design/flow/constraint.sdc
export NUM_CORES = 4
export LEC_CHECK = 1
export CORE_AREA = 10 10 70 70
export DIE_AREA = 0 0 80 80
==> constraint.sdc <==
current_design scorer

set clk_period 3.1
set clk_io_pct 0.2

create_clock -name clk0 -period $clk_period [get_ports {clk}]

set non_clock_inputs [all_inputs -no_clocks]
set_input_delay [expr $clk_period * $clk_io_pct] -clock clk0 $non_clock_inputs
set_output_delay [expr $clk_period * $clk_io_pct] -clock clk0 [all_outputs]
==> flow_summary.yaml <==
# physical design summary
cells_and_area:
  mi_logic_area_um2: 394
  drive_gt1_share_pct: 11.9
  largest_register_ffs: 4
  regMostFlops: "state"
  fillers: 386
  reg_top3: "state (4)"
  seqCellArea_um2: 103
  final_cells: 147
  area_growth_pct: 47.0
power_and_ir_drop:
  total_leakage_power_nw: 0.313
  ir_worst_vdd_uv: 286
  powerDensity_nw_per_um2: 789
setup_path:
  path_class: "register to output port"
  ff2ff_path_depth: 4
  path_cells: "nand2_1, nor2_1, clkdlybuf4s50_1"
  crit_path_end_kind: "output port"
  cp_max_fo: 23
  critical_path_buf_inv_count: 1
  cp-start-kind: "register"
  r2r_start: "state[0]"
  cp.required_ns: 2.48
  slowest_stage: "dfrtp_1"
  timing.rr.end: "state[2]"
  setup.worst_path.start: "state[3]"
  max_stage_delay_ns: 0.77
  ff2ff_setup_slack_ns: 1.46
  worstPathArrival_ns: 2.05
  path_delay_family: "flip-flops"
final_timing:
  finalClockPeriodUsage_pct: 86.2
  relSlewSlack_pct: 54.4
  slew_viol_final: 0
  fin_skew_ns: 0.00321
  finalCriticalPeriod_ns: 2.67
  tns_ns: 0
  max_freq_mhz: 374
  worst_slew_pin_slew_ns: 0.684
  fin_ws_ns: 0.428
  whs_ns: 0.564
  setup_viol_count_final: 0
  hold_viol: 0
  rsz0062_at_grt: "false"
synth:
  netlist_area_um2: 564
  syn_avg_cell_area_um2: 6.80
  synth_warnings: 1
  yosysCellCount: 83
  ys_ff: 4
  synth.distinct_cells: 35
  yosys_area_um2: 564
  ys_seq_share_pct: 18.2
  synth_cells: 83
die:
  core_um2: 3420
  fp_util_pct: 16.5
  die_y_um: 80
  rows: 21
  chipArea_um2: 6400
  chipWidth_um: 80
  num_io_pins: 24
worst_hold_path:
  min_path_type: "primary input to async pin"
clocking:
  post_cts_buffers: 0
  clkSinkCount: 4
  cts_tree: "built"
  clk_latency_ns: 0.23
  clockRootBuffer: "clkbuf_4"
  h-tree-depth: 1
  cts_hold_buffers: 0
  clk_path_buf_depth: 2
  cts_inserted_buffers: 3
  ctsResizeCount: 0
  clk_pin_slew_ns: 0.04
routing:
  route.detailed.drc: 0
  wirelength_um: 1630
  drtIter0Drc: 33
  route.vias.total: 610
  vias_per_cell: 4.15
  dr.pass1.iters: 4
  diodes: 0
  wire_per_inst_um: 11.1
  drtAntennaViolNets: 0
outcome:
  status: "complete, no violations"
global_routing:
  track_usage_pct: 4.85
  grt_antenna_before_repair: 0
  grt_max_degree: 24
  grt.overflow.total: 0
  grt_pass1_vias: 577
  grt_pass1_wl_um: 2650
placed_design:
  port_buffers: 23
  gp_congestion: 0.869
  dp.cells: 144
  place_ws_ns: 0.683
  hpwl_um: 1260
run:
  maxCapViolCount: 0
  openroad.warnings: 25
-- synthesized netlist by cell type --
library cell,number,area [µm²]
clkbuf_1,3,11.3
o21ai_0,2,10.0
nand3_1,1,5.00
buf_2,3,15.0
a21oi_1,11,55.1
o32a_1,1,10.0
nor2_1,11,41.3
clkinv_1,1,3.75
xnor2_1,2,17.5
nor2b_1,1,6.26
mux2i_2,1,13.8
inv_2,1,3.75
o22a_1,1,8.76
o21ai_1,2,10.0
o41ai_1,1,8.76
o41ai_2,1,16.3
or2_2,1,6.26
or3_1,1,6.26
nor4_1,2,12.5
dfstp_2,2,52.6
o31ai_1,1,7.51
inv_1,4,15.0
a31oi_1,1,6.26
nor3_1,5,25.0
a22oi_4,1,21.3
mux2i_1,1,10.0
nand2b_1,1,6.26
a211oi_1,1,7.51
nand2b_4,1,13.8
o21a_1,2,15.0
nor4_2,1,12.5
dfrtp_1,2,50.1
nand2_1,11,41.3
buf_6,1,11.3
buf_4,1,7.51
-- worst max-delay path by stage --
| stage | end | slack (ns) | cells past startpoint |
|---|---|---|---|
| after global routing | fake_score[6] | 0.28 | 3 |
| after CTS | fake_score[6] | 0.45 | 3 |
| final | fake_score[6] | 0.43 | 3 |
-- placed cells by master, fill, tap and decap left out, types with 2 or more instances in the layout --
master / instances
inv_1: 4
nor2_1: 11
nor4_1: 2
dfstp_2: 2
o21a_1: 2
o21ai_0: 2
clkbuf_4: 3
nand2_1: 11
dfrtp_1: 2
xnor2_1: 2
clkdlybuf4s50_1: 23
o21ai_1: 2
a21oi_1: 11
nor3_1: 5
-- through the flow --
stage | instance area (µm²) | power (mW) | utilization [%]
3_5_place_dp | 807 | 0.598 | 23.6
2_1_floorplan | 564 | 0.377 | -
4_1_cts | 830 | 0.669 | 24.3
6_report | 830 | 0.654 | 24.3
3_3_place_gp | 807 | 0.598 | 23.6
5_1_grt | 830 | 0.732 | 24.3
-- metal layers --
layer  global-route usage (%)  part of all wire (%)  vias up
li1                         -                     -      326
met1                     6.09                    46      252
met2                     7.54                    42       28
met3                     1.82                   9.7        4
met4                     1.41                   2.2        0
met5                        0                     0        -
-- worst reg2reg max path, delay by kind of cell, from the launching register on --
family          cells  cell delay (ns)
compound gates      2             0.49
simple gates        1             0.07
buf+inv             1             0.26
flops               1             0.71
-- power by group --
part           internal, mW  total (mW)  switching [mW]
Clock                0.0433      0.0645          0.0212
Sequential           0.0808       0.161          0.0804
Combinational         0.271       0.429           0.158
Total                 0.395       0.654           0.260
-- cell families (layout without fill, tap and decap cells) --
kind of cell | after synthesis | after routing | synth area share (%)
AOI/OAI and AO/OA | 25 | 25 | 31.3
DFF | 4 | 4 | 18.2
buffers and inverters | 14 | 32 | 12.0
and+or+nand+nor | 36 | 36 | 31.3
muxes | 2 | 2 | 4.21
xor gates and xnor gates | 2 | 2 | 3.10
-- layout make-up --
type | instances | area share (%)
repair buffers | 23 | 27.8
inverters | 6 | 2.71
well taps | 46 | 6.94
flip-flops and latches | 4 | 12.4
clock buffers | 3 | 2.71
multi-input cells | 65 | 47.5
No activity file was given, so power comes from the tool's default toggle rates.
