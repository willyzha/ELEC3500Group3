**design/flow/design.v**
```verilog
`timescale 1ns / 1ps
module led_mux(score, led_control, fake_score, speed_led, leds_out);
    input wire [6:0] score; 
	 input wire [6:0] fake_score;
	 input wire [6:0] speed_led;
	 input wire [2:0] led_control;
    output reg [6:0] leds_out;
always @(led_control or score or fake_score or speed_led) begin
	case(led_control)
		3'b000: leds_out = 7'b0000000;  
		3'b001: leds_out = 7'b1000101;  
		3'b010: leds_out = 7'b1111111; 
		3'b011: leds_out = score; 
		3'b100: leds_out = fake_score; 
		3'b110: leds_out = speed_led; 
		default: leds_out = 7'b1000101;
	endcase
end
endmodule
```
**design/flow/run.sh**
```bash
#!/bin/bash
# OpenROAD 26Q1-2900-gdf79404cd8, Yosys 0.63+post, stock flow scripts
make -C /OpenROAD-flow-scripts/flow DESIGN_CONFIG=/design/flow/config.mk WORK_HOME=/design/flow/orfs finish
```
**design/flow/config.mk**
```make
export PLATFORM = sky130hd
export DESIGN_NAME = led_mux
export DESIGN_NICKNAME = led_mux
export VERILOG_FILES = /design/flow/design.v
export SDC_FILE = /design/flow/constraint.sdc
export NUM_CORES = 4
export LEC_CHECK = 1
export CORE_AREA = 10 10 70 70
export DIE_AREA = 0 0 80 80
```
**design/flow/constraint.sdc**
```tcl
current_design led_mux

set clk_period 1.5
set clk_io_pct 0.2

create_clock -name clk0 -period $clk_period

set non_clock_inputs [all_inputs -no_clocks]
set_input_delay [expr $clk_period * $clk_io_pct] -clock clk0 $non_clock_inputs
set_output_delay [expr $clk_period * $clk_io_pct] -clock clk0 [all_outputs]
```
==> out/qor.yml <==
drive_gt1_share_pct: 36.76
core-area_um2: 3416
fp_util_pct: 8.022
critPathKind: "input pin to output port"
num_rows: 21
port_buffers: 31
yosysWarnings: 1
syn-mean-instance-area_um2: 8.059
setup_tns_ns: 0
setup_viol: 0
cts.hold.buffers_added: 0
drtIter0Drc: 26
overflow: 0
final-hold-violation-count: 0
yosysUniqueCellTypes: 14
top_area_share_pct: 21.92
flop-count: 0
ir_worst_vdd_v: 0.00005427
final_cell_mix: "14 x clkdlybuf4s50_1, 9 x buf_2, 5 x dlygate4sd2_1"
synthCells: 34
antennaDiodeCount: 0
p_per_area_nw_per_um2: 233.5
hold_path_end: "leds_out[0]"
cp-end-kind: "output port"
fmax_mhz: 693.6
via_per_inst: 3.491
ys_seq_share_pct: 0
startpoint_type: "input pin"
fin_crit_ns: 1.442
rsz0062_at_grt: "no"
holdCritStartpoint: "speed_led[0]"
leakagePower_uw: 0.0002795
grt_max_degree: 12
antenna_found_initial: 0
cpMaxStageDelayCell: "nor4_1"
worst_slew_pin_slew_ns: 0.2643
yosysTopAreaCell: "nor4bb_1"
cap_violations: 0
yosys.stat.chipArea_um2: 274.0
timing.hold.ws_ns: 1.120
cpPeakStageDelay_ns: 0.25
grt_pass1_vias: 394
drt_wl_total_um: 1497
io_pins: 31
drc: 0
lay_top_count: "clkdlybuf4s50_1"
num-clock-buffers: 0
status: "finished, final reports clean"
cp_top_family: "buffers and inverters"
chip_area_um2: 6400
die_x_um: 80
fin_crit_sh_pct: 96.12
grt_util_all_layers_pct: 4.156
n_fill_cell: 378
crit_fanout: 11
grt_pass1_wl_um: 2194
syn_area_um2: 274.0
warnings: 32
drtAntennaViolNets: 0
min_path_cells: 4
cp_cell_sequence: "buf_2, buf_12, nor4bb_2, nor4_1, buf_2"
seq_area_um2: 0
cp.arrival_ns: 1.14
place_congestion: 0.7513
ys_cells: 34
drv_slew: 0
critical_path_buf_inv_count: 3
area_delta_synth_final_pct: 160.3
firstDrtPassIters: 3
path_common_cell: "buf_2"
dp_hpwl_um: 1144
top_cells_by_area: "nor4bb_1 22%, nand4bb_1 16%, nand3b_1 11%"
worstHoldPathType: "input pin to output port"
post_drt_wl_per_cell_um: 13.13
die_y_um: 80
required_ns: 1.20
vias: 398
max_slew_margin_pct: 82.28
report_power, final:
part	internal, uW	total [uW]	switching (uW)
clock network	0	0	0
logic	112	167	54.1
registers	0	0	0
cell type report:
type,instances,area (um^2),share of cell area (%)
repair buffers,38,355.3,49.82
multi-input cells,30,300.3,42.11
well taps,46,57.56,8.070
synth_stat cells:
| master | n |
|---|---|
| nor4bb_1 | 6 |
| nand3b_1 | 4 |
| nand4bb_1 | 4 |
| nor2b_1 | 4 |
| o211ai_1 | 4 |
| nor3_1 | 3 |
| nor4_1 | 2 |
| buf_2 | 1 |
| buf_4 | 1 |
| buf_6 | 1 |
| clkbuf_1 | 1 |
| nand2b_1 | 1 |
| nor3_2 | 1 |
| nor4_2 | 1 |
timing repair:
| item | in CTS | in global routing |
|---|---|---|
| pin swaps | 6 | 6 |
| endpoints found under the setup margin | 7 | 7 |
| gates cloned | 2 | 0 |
| buffers inserted | 1 | 0 |
| resized | 45 | 7 |
routing by layer:
metal / up-vias / GRT usage (%) / wire [um]
li1: 211 / - / -
met1: 186 / 4.944 / 587
met2: 1 / 8.427 / 908
met3: 0 / 0 / 0
met4: 0 / 0 / 0
met5: - / 0 / 0
worst max-delay path by stage:
stage / start / to / slack (ns) / depth (start not counted)
finish: led_control[0] / leds_out[2] / 0.06 / 5
CTS: fake_score[2] / leds_out[2] / 0.003 / 4
global route: led_control[0] / leds_out[6] / 0.003 / 5
kinds of logic (layout without fill, tap and decap cells):
kind of cell           count (synthesis)  after routing  share of synthesized area (%)
and+or+nand+nor                       26             26                          78.99
AOI/OAI and AO/OA                      4              4                          10.96
buffers and inverters                  4             38                          10.04
worst min-delay path, delay by kind of cell:
family,cells,cell delay (ns)
buf+inv,2,0.23
simple gates,2,0.29
through the flow:
| step | instance area, um^2 | worst slack [ns] | power, uW | util (%) | instances |
|---|---|---|---|---|---|
| after floorplan | 274.0 | 0.3698 | 47.92 | - | 34 |
| after global placement | 656.9 | -0.6364 | 162.3 | 19.23 | 111 |
| after detailed placement | 656.9 | -0.6844 | 163.3 | 19.23 | 111 |
| after CTS | 706.9 | 0.002754 | 168.3 | 20.70 | 114 |
| after global routing | 713.2 | 0.003166 | 177.6 | 20.88 | 114 |
| final | 713.2 | 0.05824 | 166.5 | 20.88 | 114 |
Power and IR drop assume default switching activity.
